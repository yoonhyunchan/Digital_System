==> ./run.sh <==
#!/bin/bash
# OpenROAD 26Q1-2900-gdf79404cd8, Yosys 0.63+post, stock flow scripts
make -C /OpenROAD-flow-scripts/flow DESIGN_CONFIG=/design/flow/config.mk WORK_HOME=/design/flow/orfs finish
==> ./config.mk <==
export PLATFORM = sky130hd
export DESIGN_NAME = ADD_4
export DESIGN_NICKNAME = ADD_4
export VERILOG_FILES = /design/flow/design.v
export SDC_FILE = /design/flow/constraint.sdc
export NUM_CORES = 4
export LEC_CHECK = 1
export CORE_AREA = 10 10 70 70
export DIE_AREA = 0 0 80 80
==> ./constraint.sdc <==
current_design ADD_4

set clk_period 6.9
set clk_io_pct 0.2

create_clock -name clk0 -period $clk_period

set non_clock_inputs [all_inputs -no_clocks]
set_input_delay [expr $clk_period * $clk_io_pct] -clock clk0 $non_clock_inputs
set_output_delay [expr $clk_period * $clk_io_pct] -clock clk0 [all_outputs]
==> ./design.v <==
module ADD_4(IN, OUT);
    input [31:0] IN;
    output [31:0] OUT;
    assign OUT = IN + 4;
endmodule
==> results.txt <==
Synthesis and PnR results.

- Nets still carrying antenna violations after routing amount to 0.
- OpenSTA, run right after detailed placement, puts the worst setup slack at 1870 ps.
- The number of cells on the worst hold path is listed as 0.
- The worst setup path is launched from a primary input.
- Pins over their slew limit in the final report were tallied at 0.
- The initial antenna violation count is 0.
- For reference, the most critical setup path is categorized as in -> out.
- The fraction of power consumed by sequential logic reads 0.
- According to the floorplan report, the total die area is 6400 sq um.
- The floorplan utilization is 0.170.
- The area fraction of the largest cell type after synthesis is 0.317.
- According to the floorplan report, the die height is 80 microns.
- The data required time reported for the critical path is 5520 ps.
- Setup repair after global routing left no endpoint under its margin.
- The via count of the first global-routing pass reads 835.
- The analysis attributes to cell leakage a power of 0.000423 uW.
- The power report attributes to the clock group a share of 0.
- The first global-routing pass estimated 3.75 mm of wire.
- The detailed router placed 777 vias in this run.
- The post-layout minimum cycle time is 4990 ps.
- Based on the critical path, the design can be clocked at up to 200 MHz.
- The sequential cell count reads 0.
- The number of gates resized after CTS was 0.
- The fraction of power spent switching nets reads 0.307.
- The kind of end point of the critical path reads a primary output.
- Summed over all routing layers, the global router reports a total usage of 0.0681.
- The flow ran to the end, and the final reports show no timing, DRC or antenna violations.
- The share of power burned in combinational logic reads 1.000.
- The cell taking the most area after synthesis is sky130_fd_sc_hd__xnor2_1.
- The worst min-delay path startpoint is IN[0].
- The sequential standard cell area reads 0 sq um.
- The number of core rows is 21.
- The warning tally printed by Yosys for this design is 0.
- The number of remaining DRC errors reads 0.
- The power report puts the net switching power at 17.0 uW.
- The script logs the mean routed wire length per placed instance as 12.2 microns.
- The cell count after synthesis reads 83.
- The final tally of setup violations reads 0.
- Relative to the synthesized area, the layout overhead comes to 111%.
- The ratio of total power to cell area is 45.4 nW/um^2.
- Entering global routing, the biggest net connects 9 pins.
- The sum of negative setup slack is 0 ps.
- The Yosys chip area reads 581 sq um.
- Per the detailed-route log, wirelength across all metal layers totals 2.28 mm.
- The violation tally recorded at the end of detailed-routing iteration 0 is 15.
- The count of filler cells inserted in the layout reads 362.
- The tightest min-delay check is of the in -> out type.
- The analysis reports a worst IR drop on VDD of 0.0237 mV.
- The most common cell in the synthesized netlist is sky130_fd_sc_hd__xnor2_1.
- Hold is met by 2760 ps.
- The final instance area reads 1220 sq um.
- Dividing the final minimum period by the clock period gives 0.723.
- The weighted congestion reported at the end of routability-driven placement is 0.738.
- Summed over all layers, the global routing overflow is 0.
- The measured slew at the worst slew-check pin is 511 ps.
- The number of warnings reported in the stage logs is 32.
- The final hold violation count is 0.
- The area of the mapped netlist reads 581 sq um.
- For hold timing, the worst endpoint is OUT[0].
- The final HPWL from detailed placement is 2.04 mm.
- The count of clock-net buffers in the final layout is 0.
- The maximum net fanout on the critical path reads 8.
- The average size of a mapped cell is 6.99 sq um.
- The final timing report gives a worst setup slack of 1910 ps.
- For this design the top-level I/O count stands at 64.
- For reference, the top cells by area after synthesis are sky130_fd_sc_hd__xnor2_1 (32%), sky130_fd_sc_hd__xor2_1 (11%), sky130_fd_sc_hd__nand4_1 (9.7%).
- The part of the Yosys area used for sequential elements reads 0.
- The internal portion of total power reads 38.5 uW.
- According to the report, the first pass of detailed routing completed in 3 iterations.
- In the routed layout, each cell is associated on average with a via count of 4.16.
- The count of hold buffers inserted by post-cts repair is 0.
- Port buffering added 60 buffers.
- The post-CTS repair timing setup buffer count reads 0.
- The layout cell share with drive strength beyond 1 is 0.0496.
- The max-cap check violation count reads 0.
- According to the timing report, the arrival time at the worst endpoint equals 3610 ps.
- The area after detailed placement is 1220 sq um.
- In the Yosys report the total cell count is 83.
- The number of library cell types mapped by synthesis reads 18.
- The core region area reads 3420 sq um.
- In the synthesized netlist, the cells that appear most often are sky130_fd_sc_hd__xnor2_1 (21), sky130_fd_sc_hd__nand2_1 (10), sky130_fd_sc_hd__nand3_1 (10), sky130_fd_sc_hd__nand4_1 (9).
- The horizontal die dimension reported for this design is 80 microns.
- The number of antenna diodes in the final layout is 0.
- The headroom to the max-slew limit is 0.657.
## critical path: stages
cell and delay, ps:
sky130_fd_sc_hd__clkdlybuf4s50_1 520, sky130_fd_sc_hd__ha_1 200, sky130_fd_sc_hd__nand3_1 230, sky130_fd_sc_hd__nor4_4 450, sky130_fd_sc_hd__nand4_1 190, sky130_fd_sc_hd__xnor2_1 160
sky130_fd_sc_hd__clkdlybuf4s50_1 480
## metrics by stage
| stage | power [uW] | cells | utilization |
|---|---|---|---|
| 3_5_place_dp | 56.3 | 187 | 0.358 |
| 5_1_grt | 60.5 | 187 | 0.358 |
| 3_3_place_gp | 55.9 | 187 | 0.358 |
| 4_1_cts | 56.7 | 187 | 0.358 |
| 2_1_floorplan | 10.8 | 83 | - |
| 6_report | 55.5 | 187 | 0.358 |
## layout make-up
cell class | count | area, sq um | area share
timing repair buffer | 60 | 601 | 0.491
tap | 46 | 57.6 | 0.0470
multi-input combinational | 79 | 558 | 0.456
inverter | 2 | 7.51 | 0.00613
## cell families after synthesis
logic type    after synthesis  share of synthesized area
simple gates               50                      0.517
buf+inv                     4                     0.0388
xor+xnor                   28                      0.422
fa+ha+maj                   1                     0.0215
## how the worst max path moves through the flow
stage     start  endpoint  slack, ps  cells past startpoint
5_1_grt   IN[2]   OUT[28]       1690                      7
6_report  IN[2]   OUT[28]       1910                      7
4_1_cts   IN[2]   OUT[28]       1870                      7
## layout by cell type (no fill, tap or decap)
master | netlist | routed
sky130_fd_sc_hd__nand3_1 | 10 | 10
sky130_fd_sc_hd__inv_1 | 2 | 2
sky130_fd_sc_hd__nor3_1 | 3 | 3
sky130_fd_sc_hd__nand3_2 | 1 | 1
sky130_fd_sc_hd__and3_1 | 2 | 2
sky130_fd_sc_hd__nand4_1 | 9 | 9
sky130_fd_sc_hd__nor2_1 | 7 | 7
sky130_fd_sc_hd__or2_2 | 2 | 2
sky130_fd_sc_hd__clkdlybuf4s50_1 | 0 | 60
sky130_fd_sc_hd__xor2_1 | 7 | 7
sky130_fd_sc_hd__nor4_4 | 2 | 2
sky130_fd_sc_hd__ha_1 | 1 | 1
sky130_fd_sc_hd__xnor2_1 | 21 | 21
sky130_fd_sc_hd__and2_1 | 1 | 1
sky130_fd_sc_hd__and4_2 | 1 | 1
sky130_fd_sc_hd__and4_1 | 1 | 1
sky130_fd_sc_hd__nand4_2 | 1 | 1
sky130_fd_sc_hd__nand2_1 | 10 | 10
## per-layer routing
metal / track usage / vias up / part of all wire
li1: - / 409 / -
met5: 0 / - / 0
met3: 0.0307 / 0 / 0.14
met1: 0.0778 / 338 / 0.39
met2: 0.120 / 30 / 0.47
met4: 0 / 0 / 0
## power groups by stage
stage	Sequential (uW)	Combinational (uW)	Clock, uW
4_1_cts	0	56.7	0
5_1_grt	0	60.5	0
6_report	0	55.5	0
Power is estimated from default activity; no workload was simulated.
