[./run.sh]
#!/bin/bash
# OpenROAD 26Q1-2900-gdf79404cd8, Yosys 0.63+post, stock flow scripts
make -C /OpenROAD-flow-scripts/flow DESIGN_CONFIG=/design/flow/config.mk WORK_HOME=/design/flow/orfs finish
[./config.mk]
export PLATFORM = sky130hd
export DESIGN_NAME = PC
export DESIGN_NICKNAME = PC
export VERILOG_FILES = /design/flow/design.v
export SDC_FILE = /design/flow/constraint.sdc
export NUM_CORES = 4
export LEC_CHECK = 1
export CORE_AREA = 10 10 82 82
export DIE_AREA = 0 0 92 92
[./constraint.sdc]
current_design PC

set clk_period 1.0
set clk_io_pct 0.2

create_clock -name clk0 -period $clk_period [get_ports {CLK}]

set non_clock_inputs [all_inputs -no_clocks]
set_input_delay [expr $clk_period * $clk_io_pct] -clock clk0 $non_clock_inputs
set_output_delay [expr $clk_period * $clk_io_pct] -clock clk0 [all_outputs]
[./design.v]
module PC(ADDR, ADDROUT, CLK, RST);
    input CLK;
    input [31:0] ADDR;
    input RST;
    output reg [31:0] ADDROUT;
    always @(posedge CLK) begin
        if (RST) ADDROUT <= 0; else begin
        ADDROUT <= ADDR;
        end
    end
endmodule
==> out/summary.log <==
INFO  synth          chip_area_in_the_yosys_report=863squm
INFO  finish         final-comb-area=200squm
INFO  finish         top_flop_regs=ADDROUT x32
INFO  sta            max_slew_violation_count=0
INFO  synth          synth_flop_count=32
INFO  place          dpl.hpwl=2060um
INFO  clock_network  cts-htree-levels=2
INFO  place          placed_cells_incl_taps=201
INFO  synth          yosys-stat-cells=67
INFO  clock_network  clock_path_buffers=2
INFO  synth          netlist_top_cells_count=dfxtp_1 (32), nor2b_1 (32), buf_4 (3)
INFO  synth          mappedNetlistArea=863squm
INFO  finish         largest_register_ffs=32
INFO  clock_network  cts_num_sinks=32
INFO  sta            worst_pin_slew=156ps
INFO  synth          enable_flop_cells=0
INFO  place          place.port_buffers=65
INFO  sta            timing.final.crit_share=96.2%
INFO  place          placed_cell_area=0.00159sqmm
INFO  synth          synth.lib_cells_used.distinct=3
INFO  clock_network  post_cts_buffers=0
INFO  global_routing vias_in_the_first_global_route=663
INFO  drt            postRouteWirelength=2430um
INFO  sta            grt_setup_unrepaired=no
INFO  finish         regMostFlops=ADDROUT
INFO  worst_setup_path critical_path.max_fanout=1
INFO  floorplan      die_area=0.00846sqmm
INFO  drt            wl_per_cell=11.7um
INFO  worst_setup_path setup.worst_path.end_class=output pin
INFO  sta            min_period=962ps
INFO  synth          synthesis.instances=67
INFO  power_and_ir_drop pwr-share-clk=35.3%
INFO  drt            drc=0
INFO  drt            antenna_violating_nets_post_route=0
INFO  power_and_ir_drop vdd.ir_drop.worst=0.433mV
INFO  power_and_ir_drop fin_total_pwr=2.52mW
INFO  run            max-cap-violations=0
INFO  worst_setup_path critPathRequiredTime=800ps
INFO  sta            fmax=1040MHz
INFO  place          post-place-ws=-107ps
INFO  synth          leading_post_synthesis_cells_by_cell_area=dfxtp_1 (74%), nor2b_1 (23%), buf_4 (2.6%)
INFO  sta            setup_viol=0
INFO  run            stage_log_warnings=25
INFO  floorplan      floorplan_core_area=0.00507sqmm
INFO  worst_setup_path crit_arrival=760ps
INFO  finish         finish.utilization=32.1%
INFO  worst_setup_path max_stage_delay=310ps
INFO  power_and_ir_drop netSwitchingFraction=19.4%
INFO  power_and_ir_drop comb_power_share=10.6%
INFO  power_and_ir_drop internal_power=2.03mW
INFO  sta            timing.setup.tns=0ps
INFO  finish         finish.cell_count_without_fillers=208
INFO  finish         final_layout_size_suffix_gt1_share=21.0%
INFO  hold_path      hp-class=input port to flip-flop
INFO  worst_setup_path worstPathBufferInverterCount=1
INFO  floorplan      chipWidth=92um
INFO  power_and_ir_drop share_seq_of_total_power=54.1%
INFO  clock_network  cts_inserted_buffers=5
INFO  power_and_ir_drop power_switching=0.490mW
INFO  worst_setup_path cp_cell_sequence=clkdlybuf4s15_1
INFO  synth          synth.top_cell.area_share=74.2%
INFO  finish         fill_cells=544
INFO  status         run_status=finished, final reports clean
INFO  finish         p_r_area_growth_vs_syn=88.7%
INFO  global_routing grt_first_pass_wirelength=3680um
INFO  floorplan      io-pin-count=66
INFO  place          place_congestion=0.674
INFO  worst_setup_path timing.critical_path.max_delay_family=flip-flops
INFO  drt            detailedRoute.firstPassIterationCount=2
INFO  global_routing grtUsageTotal=5.50%
INFO  floorplan      floorplanUtilization=17.0%
INFO  clock_network  hold_buffers=0
INFO  power_and_ir_drop power_density=1550mW/mm^2
INFO  finish         design_area=0.00163sqmm
INFO  sta            hold_ws=468ps
INFO  finish         regArea=653squm
INFO  drt            detail_route.iter0.violations=3
INFO  drt            viasPerCell=3.15
INFO  synth          share_of_flip_flops_with_an_asynchronous_set_or_reset_after_synthesis=0%
INFO  global_routing grt_antenna_before_repair=0
INFO  clock_network  postCtsResizedCells=65
INFO  drt            num_antenna_cells=0
INFO  global_routing grt_overflow_total=0
INFO  power_and_ir_drop p_leak=0.663nW
INFO  floorplan      die.size.y=92um
INFO  global_routing grt_start_max_net_pins=17
INFO  worst_setup_path critical_path.startpoint_type=flip-flop
INFO  synth          avgSynthCellArea=12.9squm
INFO  worst_setup_path worstSetupPathType=flip-flop to output pin
INFO  sta            timing.slew.headroom=89.6%
INFO  synth          ys_seq_share=74.2%
INFO  floorplan      num_rows=26
INFO  clock_network  worst_setup_hold_path_clk_slew=60ps
INFO  synth          dominant_register_cell=dfxtp_1
INFO  drt            detailroute.via_count=656
INFO  synth          synth_warnings=1
INFO  worst_setup_path cp_slowest_cell=dfxtp_1
INFO  clock_network  clockRootBuffer=clkbuf_8
INFO  clock_network  cts_tree=done
INFO  sta            timing_hold_violations_final=0
INFO  sta            post-route-worst-setup-slack=38.3ps
INFO  synth          yosysTopAreaCell=dfxtp_1
[layout by cell type (no fill, tap or decap), drive strengths merged]
| cell | netlist | routed |
|---|---|---|
| clkdlybuf4s15 | 0 | 21 |
| dfxtp | 32 | 32 |
| buf | 3 | 2 |
| clkdlybuf4s50 | 0 | 33 |
| nor2b | 32 | 32 |
| clkinv | 0 | 1 |
| clkbuf | 0 | 17 |
[worst paths after layout]
check	start	slack, ps	to	cells after the start
min	ADDR[3]	470	ADDROUT[3]$_SDFF_PP0_	2
max	ADDROUT[26]$_SDFF_PP0_	40	ADDROUT[26]	1
[cell type report]
cell class | count | share of cell area (%)
flip-flops and latches | 32 | 40.1
repair buffers | 67 | 37.5
multi-input cells | 32 | 12.3
well taps | 70 | 5.38
clock buffers | 6 | 4.45
clock inverters | 1 | 0.307
[power by group through the flow]
stage / clock (mW) / combinational (mW) / sequential (mW)
CTS: 0.951 / 0.289 / 1.36
global route: 1.01 / 0.294 / 1.37
finish: 0.891 / 0.267 / 1.36
[per-layer routing]
layer  part of all wire (%)  global-route usage, %  vias up  routed length, um
li1                       -                      -      338                  -
met1                     41                   6.48      269               1010
met2                     42                   8.00       44               1020
met3                     14                   3.79        5                333
met4                    2.9                   1.41        0                 71
met5                      0                      0        -                  0
[kinds of logic (layout without fill, tap and decap cells)]
family / after synthesis / in the layout / synth area share (%)
flip-flops: 32 / 32 / 74.2
AND/OR/NAND/NOR: 32 / 32 / 23.2
buffers and inverters: 3 / 74 / 2.61
Power is estimated from default activity; no workload was simulated.
