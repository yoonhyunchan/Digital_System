<file path="/design/flow/run.sh">
#!/bin/bash
# OpenROAD 26Q1-2900-gdf79404cd8, Yosys 0.63+post, stock flow scripts
make -C /OpenROAD-flow-scripts/flow DESIGN_CONFIG=/design/flow/config.mk WORK_HOME=/design/flow/orfs finish
</file>
<file path="/design/flow/config.mk">
export PLATFORM = sky130hd
export DESIGN_NAME = Vr_inst_mem
export DESIGN_NICKNAME = Vr_inst_mem
export VERILOG_FILES = /design/flow/design.v
export SDC_FILE = /design/flow/constraint.sdc
export NUM_CORES = 4
export LEC_CHECK = 1
export CORE_AREA = 10 10 81 81
export DIE_AREA = 0 0 91 91
</file>
<file path="/design/flow/constraint.sdc">
current_design Vr_inst_mem

set clk_period 4.4
set clk_io_pct 0.2

create_clock -name clk0 -period $clk_period

set non_clock_inputs [all_inputs -no_clocks]
set_input_delay [expr $clk_period * $clk_io_pct] -clock clk0 $non_clock_inputs
set_output_delay [expr $clk_period * $clk_io_pct] -clock clk0 [all_outputs]
</file>
<file path="/design/flow/design.v">
module Vr_inst_mem(ADDR, INST);
  input [31:0] ADDR;
  output reg [31:0] INST;
  always @ (ADDR)
  begin
    case(ADDR)
      0 : INST = 32'h00400713; 
      4 : INST = 32'h00A00593; 
      8 : INST = 32'h00259593; 
      12: INST = 32'h00000533; 
      16: INST = 32'h000002b3; 
      20: INST = 32'h00000333; 
      24: INST = 32'h000003b3; 
      28: INST = 32'h006003B3; 
      32: INST = 32'h00430313; 
      36: INST = 32'h00530e33; 
      40: INST = 32'h04be0063; 
      44: INST = 32'h0003A503; 
      48: INST = 32'h0043A603; 
      52: INST = 32'h00a64863; 
      56: INST = 32'hfc0004e3; 
      60: INST = 32'h00a3a223; 
      64: INST = 32'h00c3a023; 
      68: INST = 32'hfa0008e3; 
      72: INST = 32'h00000333; 
      76: INST = 32'h00428293; 
      80: INST = 32'hf8b2cce3; 
      default: INST = 32'h00000000;
    endcase
  end
endmodule
</file>
==> impl_metrics.csv <==
group,metric,value,unit
outcome,run_status,"finished, final reports clean",
synthesis,synth.avg_cell_area,5.79,um2
worst_setup_path,path_class,"input pin to output pin",
min_path,hold_class,"input pin to output pin",
route,vias,1129,
synthesis,ys_cells,137,
synthesis,syn-cell-area,793,um2
pwr,p_leak,0.468,nW
synthesis,synth-seq-area-share,0,%
worst_setup_path,cp-end-kind,"output pin",
synthesis,synth.area.mux_share,3.94,%
final_timing,finalHoldViolCount,0,
cts,cts_resized,0,
route,drtIter0Drc,63,
finish,nFillCells,542,
synthesis,ys_warn_count,1,
worst_setup_path,crit_family,"simple AND/OR/NAND/NOR gates",
global_routing,grt_use_total,7.88,%
worst_setup_path,critPathLaunchType,"input pin",
route,n_antenna_cell,0,
finish,area_growth,81.9,%
route,viasPerCell,4.43,
global_routing,grt_first_pass_wirelength,5560,um
global_routing,first_global_vias,1090,
worst_setup_path,timing.critical_path.buf_inv,2,
finish,drive_above_1_share,7.98,%
synthesis,aoi_share,31.1,%
synthesis,synth.distinct_cells,40,
worst_setup_path,max_stage_delay,0.69,ns
worst_setup_path,arrival,3.28,ns
placed_design,post-dp-hpwl,2930,um
finish,sequential_cell_total,0,
final_timing,drv_slew,0,
synthesis,logic_family,"simple AND/OR/NAND/NOR gates",
pwr,max-vdd-ir-drop,0.0133,mV
floorplan,rows,25,
job,cap_viol_max_count,0,
synthesis,netlist_instances,137,
floorplan,die_w,91,um
worst_setup_path,cp_cell_sequence,"clkdlybuf4s50_1 -> nor4_1 -> nand4_1 -> or4_4 -> a21oi_1 -> clkdlybuf4s50_1",
final_timing,period_minus_slack,4.16,ns
global_routing,grt.overflow.total,0,
global_routing,use_met1,9.18,%
final_timing,finalCritPeriodShare,94.6,%
cts,postCtsSetupRepairBufs,0,
floorplan,die_h,91,um
worst_setup_path,crit_required,3.52,ns
route,drcViolationCount,0,
worst_setup_path,cpMostUsedCell,"clkdlybuf4s50_1",
floorplan,fp_util,16.5,%
finish,final-seq-area,0,um2
worst_setup_path,cp_slowest_cell,"or4_4",
global_routing,grt_max_degree,22,
floorplan,die_area,8280,um2
job,warnings,32,
global_routing,grt.busiest_layer,"met2",
route,wirelength,3580,um
pwr,p_total,0.0830,mW
final_timing,final.setup.tns,0,ns
route,drt_pass1_iterations,4,
final_timing,hold_slack,2.92,ns
global_routing,grt_use_met3,1.16,%
floorplan,boundaryPins,64,
final_timing,fmax,240,MHz
synthesis,synth-simple-area-share,47.8,%
final_timing,final-setup-viol-count,0,
synthesis,ys_area,793,um2
placed_design,io_buffers,61,
global_routing,antenna_found_initial,0,
finish,nClkBuffers,0,
worst_setup_path,critical_path.max_fanout,21,
global_routing,groute.layer.met2.usage,15.4,%
route,antenna_left,0,
placed_design,gp_congestion,0.889,
route,wl_per_cell,14.1,um
floorplan,core_region_area,4820,um2
synthesis,xor_share,1.10,%
cts,hold_buffers,0,
final_timing,rsz0062_at_grt,"false",
pwr,powerDensity,57.5,nW/um2
synthesis,synthAdderAreaFrac,0,%
-- cell type report --
type / instances / area [um2] / share of cell area, %
inverters: 1 / 3.75 / 0.260
multi-input cells: 117 / 677 / 46.9
well taps: 67 / 83.8 / 5.81
repair buffers: 70 / 678 / 47.0
-- logic make-up (layout without fill, tap and decap cells) --
group / count (synthesis) / count (layout)
and+or+nand+nor: 71 / 71
AOI/OAI and AO/OA: 39 / 39
buffers and inverters: 22 / 71
muxes: 3 / 3
other: 1 / 3
xor gates and xnor gates: 1 / 1
-- path summary, 6_finish.rpt --
| kind | slack [ns] | to | cells past startpoint | startpoint |
|---|---|---|---|---|
| max | 0.24 | INST[28] | 6 | ADDR[8] |
| min | 2.92 | INST[26] | 5 | ADDR[23] |
-- layer usage --
metal | share of wire, % | up-vias
met5 | 0 | -
li1 | - | 584
met4 | 0.33 | 0
met1 | 40 | 515
met3 | 4.2 | 2
met2 | 55 | 28
-- stage by stage --
stage               instance area, um2  utilization (%)  setup slack [ns]  cells
floorplan                          801                -              1.22    139
global placement                  1440             29.9             0.259    255
detailed placement                1440             29.9             0.208    255
CTS                               1440             29.9             0.202    255
global route                      1440             29.9            0.0412    255
finish                            1440             29.9             0.238    255
-- cell usage after synthesis, drive strengths merged (2+ instances only) --
| master | n | area share, % |
|---|---|---|
| or4 | 2 | 2.4 |
| nand3 | 6 | 3.8 |
| nor2 | 14 | 6.6 |
| nor3 | 2 | 1.3 |
| nand2b | 4 | 3.2 |
| a31oi | 4 | 3.2 |
| o21ai | 9 | 5.7 |
| buf | 13 | 11 |
| and2 | 3 | 2.4 |
| nand2 | 13 | 6.2 |
| clkbuf | 8 | 3.8 |
| a21o | 3 | 2.8 |
| nor4 | 5 | 3.9 |
| mux2i | 2 | 2.5 |
| a21oi | 12 | 7.6 |
| a2111oi | 2 | 2.2 |
| or3 | 4 | 3.2 |
| or2 | 4 | 3.2 |
| nor2b | 10 | 7.9 |
-- cell usage in the layout (no fill, tap or decap), types with 2 or more instances in the layout --
master / netlist / routed
conb_1: 1 / 3
nor2b_1: 10 / 10
nor3_1: 2 / 2
nor2_1: 14 / 14
or3_1: 4 / 4
nor4_1: 5 / 5
nand3_1: 6 / 6
and2_1: 3 / 3
a21o_1: 3 / 3
a21oi_1: 12 / 12
nand2b_1: 4 / 4
buf_4: 8 / 9
o21ai_0: 9 / 9
clkdlybuf4s50_1: 0 / 61
a31oi_1: 4 / 4
a2111oi_0: 2 / 2
nand2_1: 13 / 13
mux2i_1: 2 / 2
or2_2: 4 / 4
-- where the power goes --
group          internal, mW  switching (mW)  total [mW]
Clock                     0               0           0
Sequential                0               0           0
Combinational        0.0471          0.0359      0.0830
Total                0.0471          0.0359      0.0830
Power and IR drop assume default switching activity.
