==> /design/flow/config.mk <==
export PLATFORM = sky130hd
export DESIGN_NAME = ALU_ADD
export DESIGN_NICKNAME = ALU_ADD
export VERILOG_FILES = /design/flow/design.v
export SDC_FILE = /design/flow/constraint.sdc
export NUM_CORES = 4
export LEC_CHECK = 1
export CORE_AREA = 10 10 94 94
export DIE_AREA = 0 0 104 104
==> /design/flow/constraint.sdc <==
current_design ALU_ADD

set clk_period 14.5
set clk_io_pct 0.2

create_clock -name clk0 -period $clk_period

set non_clock_inputs [all_inputs -no_clocks]
set_input_delay [expr $clk_period * $clk_io_pct] -clock clk0 $non_clock_inputs
set_output_delay [expr $clk_period * $clk_io_pct] -clock clk0 [all_outputs]
==> /design/flow/design.v <==
module ALU_ADD(IN1, IN2, Counter1);
input [31:0] IN1;
input [31:0] IN2;
output [31:0] Counter1;
assign Counter1 = $unsigned(IN1) + $signed(IN2);
endmodule
==> /design/flow/run.sh <==
#!/bin/bash
# OpenROAD 26Q1-2900-gdf79404cd8, Yosys 0.63+post, stock flow scripts
make -C /OpenROAD-flow-scripts/flow DESIGN_CONFIG=/design/flow/config.mk WORK_HOME=/design/flow/orfs finish
==> results.json <==
{
  "drive_gt1_share_pct": 3.067,
  "required_ns": 11.60,
  "ys_seq_share_pct": 0,
  "ant_nets": 0,
  "grt_pass1_vias": 2109,
  "placed_area_um2": 2781,
  "yosysChipArea_um2": 1744,
  "fin_setup_tns_ns": 0,
  "synth_cell_type_count": 50,
  "top_area_cell": "ha_1",
  "synth_xor_xnor_area_share_pct": 14.06,
  "status": "finished, final reports clean",
  "cp-end-kind": "output pin",
  "track_usage_pct": 10.18,
  "cts_hold_buf": 0,
  "synth.yosys.num_cells": 241,
  "core-area_um2": 6832,
  "critical_path_class": "input port to output pin",
  "dieHeight_um": 104,
  "fin_cells": 422,
  "synthTopCellsByCount": "ha_1 (31), a21oi_1 (29), a21o_1 (19)",
  "yosys_warnings": 0,
  "most_common_cell": "ha_1",
  "vias": 2114,
  "endpoint": "Counter1[26]",
  "drt-pass1-iter-count": 4,
  "io_buffers": 96,
  "hpwl_um": 5124,
  "clkbuf_count": 0,
  "rows": 30,
  "drv_cap": 0,
  "p_per_area_nw_per_um2": 47.87,
  "power.leakage_nw": 1.176,
  "cp_data_arrival_time_ns": 5.89,
  "routedWlPerCell_um": 13.80,
  "ys_sh_simple_pct": 18.29,
  "synthTopCellsByArea": "ha_1 (22%), a21oi_1 (8.3%), a21o_1 (8.2%)",
  "drt-initial-drc-count": 65,
  "fmax_mhz": 113.7,
  "startpoint": "IN1[0]",
  "openroad.warnings": 32,
  "fillCellCount": 722,
  "grt_max_degree": 11,
  "io-pin-count": 96,
  "place_congestion": 0.8223,
  "sw_frac_of_total_pct": 39.77,
  "grt.overflow.total": 0,
  "p_sw_uw": 52.94,
  "synth_cells": 241,
  "synth.avg_cell_area_um2": 7.237,
  "fin_area_um2": 2781,
  "holdCritPathClass": "input port to output pin",
  "slowest_stage": "clkdlybuf4s50_1",
  "hold_viol": 0,
  "antenna_found_initial": 0,
  "internal_power_uw": 80.19,
  "post_cts_buffers": 0,
  "syn2layout_area_growth_pct": 59.47,
  "layout.area.seq_um2": 0,
  "path_cells": "clkdlybuf4s50_1 > ha_1 > fa_1 > a21o_1 > a31o_2 > nand3_1 > o221ai_1 > a311oi_1 > o21bai_1 > xor2_1 > clkdlybuf4s50_1",
  "mux_share_pct": 1.148,
  "design.seq.count": 0,
  "critPathMaxFanout": 4,
  "syn_area_um2": 1744,
  "min_period_over_period_pct": 60.63,
  "cts_resized": 0,
  "vias_per_cell": 5.009,
  "pwr-share-clk_pct": 0,
  "worstMarginPinSlew_ns": 0.5178,
  "logic_family": "AND-OR/OR-AND gates",
  "wl_um": 5822,
  "aoi_share_pct": 39.31,
  "top_area_share_pct": 22.24,
  "hold_ws_ns": 6.826,
  "slowest_delay_ns": 0.50,
  "ys_sh_adder_pct": 23.39,
  "grt_first_pass_wirelength_um": 9715,
  "vdd_drop_max_v": 0.00001917,
  "max_slew_margin_pct": 64.59,
  "share_seq_of_total_power_pct": 0,
  "p_comb_share_pct": 100.0,
  "setup_viol": 0,
  "drc": 0,
  "drv_slew": 0,
  "fp_util_pct": 25.53,
  "dp_cells": 422,
  "rsz0062_at_grt": "false",
  "utilization_pct": 40.71,
  "die_x_um": 104,
  "chip_area_um2": 10820,
  "final.min_clock_period_ns": 8.792,
  "n_antenna_cell": 0,
  "startpoint_type": "input port",
  "cpMostUsedCell": "clkdlybuf4s50_1"
}
==> how the worst min path moves through the flow <==
stage	startpoint	slack (ns)	end	cells past startpoint
after CTS	IN2[0]	6.83	Counter1[0]	3
after global routing	IN2[0]	6.87	Counter1[0]	3
final	IN2[0]	6.83	Counter1[0]	3
==> per-stage QoR <==
stage	total power, mW	setup slack (ns)
detailed placement	0.1342	5.720
finish	0.1331	5.708
floorplan	0.06406	6.875
global route	0.1484	5.515
CTS	0.1354	5.706
global placement	0.1347	5.786
==> cell usage in the layout (no fill, tap or decap), drive strengths merged, types with 3 or more instances in the layout <==
master and n:
a211oi 3, a311oi 3, a31oi 3, o21bai 5, a21o 19, nor3 4, nand2 18, o21ai 15
nand4 8, o211ai 3, xnor2 13, ha 31, a21oi 29, xor2 15, inv 6, or2 3
clkdlybuf4s50 96, nor2 12, nand3 10
==> worst max-delay path, delay by kind of cell <==
kind                     cells  cell delay [ns]
AND-OR/OR-AND                5             1.19
buffers and inverters        2             0.91
adder cells (fa/ha/maj)      2             0.66
XOR/XNOR                     1             0.15
AND/OR/NAND/NOR              1             0.08
==> final cells by class <==
| class | instances | area, µm² | area share, % |
|---|---|---|---|
| tap | 96 | 120.1 | 4.318 |
| timing repair buffer | 96 | 960.9 | 34.55 |
| multi-input combinational | 224 | 1678 | 60.32 |
| inverter | 6 | 22.52 | 0.8097 |
==> power by group through the flow <==
stage,clock network [mW],logic (mW),registers [mW]
final,0,0.133,0
after CTS,0,0.135,0
after global routing,0,0.148,0
==> routing by layer <==
metal / share of wire [%] / global-route usage, % / wire length [µm]
met2: 45 / 16.89 / 2597
met5: 0 / 0 / 0
met1: 50 / 14.08 / 2885
met4: 0 / 0 / 0
met3: 5.8 / 2.005 / 339
==> kinds of logic after synthesis <==
logic type                 count (synthesis)
adders and majority gates                 32
AOI/OAI and AO/OA                         97
xor gates and xnor gates                  28
and+or+nand+nor                           65
muxes                                      2
buffers and inverters                     17
Power and IR drop assume default switching activity.
