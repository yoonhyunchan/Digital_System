[run.sh]
#!/bin/bash
# OpenROAD 26Q1-2900-gdf79404cd8, Yosys 0.63+post, stock flow scripts
make -C /OpenROAD-flow-scripts/flow DESIGN_CONFIG=/design/flow/config.mk WORK_HOME=/design/flow/orfs finish
[config.mk]
export PLATFORM = sky130hd
export DESIGN_NAME = mux
export DESIGN_NICKNAME = mux
export VERILOG_FILES = /design/flow/design.v
export SDC_FILE = /design/flow/constraint.sdc
export NUM_CORES = 4
export LEC_CHECK = 1
export CORE_AREA = 10 10 70 70
export DIE_AREA = 0 0 80 80
[constraint.sdc]
current_design mux

set clk_period 1.0
set clk_io_pct 0.2

create_clock -name clk0 -period $clk_period

set non_clock_inputs [all_inputs -no_clocks]
set_input_delay [expr $clk_period * $clk_io_pct] -clock clk0 $non_clock_inputs
set_output_delay [expr $clk_period * $clk_io_pct] -clock clk0 [all_outputs]
[design.v]
module mux(MUXIN1, MUXIN2, MUXOUT, SEL, RST);
input RST;
input SEL;
input [31:0] MUXIN1;
input [31:0] MUXIN2;
output reg [31:0] MUXOUT;
always @(*) begin
    if(RST == 1) begin
        MUXOUT = 32'b0; 
    end
        else
        MUXOUT = SEL ? MUXIN2 : MUXIN1;
end
endmodule
==> reports/metrics.yaml <==
clock_network:
  ctsHoldBuffers: 0
setup_path:
  crit_fanout: 5
  end_kind: "output port"
  cp-start-kind: "primary input"
  crit_required_ns: 0.80
  path_class: "primary input to output port"
  critical_path_arrival_ns: 0.88
layout:
  regArea_sq_um: 0
  ff_count: 0
  area_delta_synth_final_pct: 171.1
  drive_above_1_share_pct: 26.74
  fillers: 390
  nClkBuffers: 0
  final_cells: 218
  utilization_pct: 41.50
  final-comb-area_sq_um: 447.9
  final_area_sq_um: 1418
floorplanning:
  boundaryPins: 98
  rows: 21
  core_area_sq_um: 3416
  die_area_sq_um: 6400
  fp_util_pct: 15.31
  die_w_um: 80
  fp.dieH_um: 80
sta:
  worst-slew-pin-transition_ns: 0.1553
  fin_crit_ns: 1.077
  slew_violations: 0
  setup_viol: 10
  setup_ws_ns: -0.07656
  slew_headroom_pct: 89.35
  finalClockPeriodUsage_pct: 107.7
  rsz0062_at_grt: "true"
  finalHoldViolations: 0
  max_freq_ghz: 0.9289
  final.setup.tns_ns: -0.5049
pwr:
  leakagePower_uw: 0.0008385
  power.density_nw_per_um2: 344.8
  ir_drop_v: 0.0001141
  total_power_uw: 488.8
place:
  routabilityCongestion: 0.7913
  dp_hpwl_um: 2849
  dpl-instance-area_sq_um: 1544
  place_inst: 214
  portBuffers: 98
drt:
  ant_nets: 0
  drt_iter0_drc: 26
  drc_errors: 0
  vias: 859
  wirelength_um: 3324
  routedWlPerCell_um: 15.25
  first_pass_iters: 4
  vias_per_cell: 3.940
  diodes: 0
synthesis:
  yosys_warnings: 1
  yosys.area.top_type: "mux2i_1"
  top_cells_by_area: "mux2i_1 61%, nor2_1 23%, buf_12 11%, buf_6 2.2%, clkbuf_1 2.2%"
  ys_seq_share_pct: 0
  ys_chip_area_sq_um: 523.0
  syn_area_per_cell_sq_um: 7.366
  synth_area_sq_um: 523.0
  synth_cell_types: 5
  ys_cells: 71
  syn_inst: 71
  yosys.area.top_type_share_pct: 61.24
run_status:
  violations: "setup timing"
  outcome: "finished, violations left"
job:
  warning_count: 34
  maxCapViolations: 0
hold_path:
  hp-class: "primary input to output port"
global_routing:
  grt_pass1_vias: 888
  grt_max_degree: 17
  grt_pass1_wl_um: 4988
  globalRouteOverflowTotal: 0
  antenna_found_initial: 0
  track_usage_pct: 9.559
[cell families (layout without fill, tap and decap cells)]
group / count (synthesis) / after routing / share of synthesized area [%]
and+or+nand+nor: 32 / 32 / 22.97
buffers and inverters: 7 / 108 / 15.79
muxes: 32 / 32 / 61.24
[path summary, 6_finish.rpt]
check,from,end,cells after the start
max,SEL,MUXOUT[18],6
min,MUXIN1[21],MUXOUT[21],4
[power by group]
| group | leakage, uW | total (uW) | switching (uW) | internal [uW] |
|---|---|---|---|---|
| logic | 0.000839 | 489 | 162 | 327 |
| registers | 0 | 0 | 0 | 0 |
| clock network | 0 | 0 | 0 | 0 |
[what timing repair did]
action	CTS	global route
gates cloned	2	0
endpoints found under the setup margin	32	32
gates resized	177	3
pin swaps	30	30
setup buffers	2	0
[metal layers]
| layer | wire length (um) | GRT usage, % |
|---|---|---|
| met5 | 0 | 0 |
| met4 | 0 | 0 |
| met3 | 354 | 3.182 |
| met2 | 1652 | 17.17 |
| met1 | 1317 | 11.34 |
[critical path, cell delays in order]
cell and delay [ns]:
buf_12 0.12, buf_8 0.12, buf_12 0.12, mux2i_1 0.14, nor2_1 0.05, buf_2 0.12
[cells in the final DEF, fill, tap and decap left out, drive strengths merged]
master	n
dlygate4sd2	63
buf	44
nor2	32
mux2i	32
dlymetal6s2s	1
[per-stage QoR]
stage	setup WS (ns)	hold slack, ns
after floorplan	0.1483	0.4135
after global placement	-0.6219	1.305
after detailed placement	-0.6453	1.288
after CTS	-0.09761	0.8206
after global routing	-0.1265	0.7702
final	-0.07656	0.7304
[cell type report]
cell class         instances  area share [%]
repair buffers           108           64.34
well taps                 46           4.060
multi-input cells         64           31.60
[cell usage after synthesis (all sizes together)]
| cell | number |
|---|---|
| buf | 4 |
| nor2 | 32 |
| mux2i | 32 |
| clkbuf | 3 |
Power figures rest on the tool's default switching activity, not on a simulated workload.
