===== flow/design.v =====
module Vr_register_file(CLK, RST, RR1, RR2, WR, WD, WE, RD1, RD2);
   input CLK;
   input RST;
   input [4:0] RR1;  
   input [4:0] RR2;  
   input [4:0] WR;  
   input [31:0] WD;  
   input 	WE;  
   output [31:0] RD1;  
   output [31:0] RD2;  
   reg [31:0] 	 register_file [0:31];
   assign RD1 = register_file[RR1];
   assign RD2 = register_file[RR2];
   integer 		 i;
   generate
      genvar 		 idx;
      for(idx = 0; idx < 32; idx = idx+1) begin: register
	 wire [31:0] tmp;
	 assign tmp = register_file[idx];
      end
   endgenerate
   always @(posedge CLK)
     begin
	if (RST)
	  begin
	     for (i = 0; i < 32; ++i)
	       register_file[i] = i;
	  end
	else if (WE)
	  register_file[WR] = WD;
     end
endmodule

===== flow/run.sh =====
#!/bin/bash
# OpenROAD 26Q1-2900-gdf79404cd8, Yosys 0.63+post, stock flow scripts
make -C /OpenROAD-flow-scripts/flow DESIGN_CONFIG=/design/flow/config.mk WORK_HOME=/design/flow/orfs finish

===== flow/config.mk =====
export PLATFORM = sky130hd
export DESIGN_NAME = Vr_register_file
export DESIGN_NICKNAME = Vr_register_file
export VERILOG_FILES = /design/flow/design.v
export SDC_FILE = /design/flow/constraint.sdc
export NUM_CORES = 4
export LEC_CHECK = 1
export CORE_UTILIZATION = 30

===== flow/constraint.sdc =====
current_design Vr_register_file

set clk_period 12.0
set clk_io_pct 0.2

create_clock -name clk0 -period $clk_period [get_ports {CLK}]

set non_clock_inputs [all_inputs -no_clocks]
set_input_delay [expr $clk_period * $clk_io_pct] -clock clk0 $non_clock_inputs
set_output_delay [expr $clk_period * $clk_io_pct] -clock clk0 [all_outputs]

==> flow_metrics.env <==
# source this file to load flow results
export IMPL_status="completed"
export IMPL_fin_crit_ns=8.52
export IMPL_die_w_um=434
export IMPL_cap_violations=0
export IMPL_crit_path_cell_trace="buf_8 > buf_12 > buf_4 > mux2i_1 > a22oi_1 > nand3_1 > nand3_1 > clkdlybuf4s50_1"
export IMPL_grt_max_degree=92
export IMPL_cp_slowest_cell="buf_4"
export IMPL_routedWlPerCell_um=27.8
export IMPL_grt_overflow_total=0
export IMPL_io_buffer_count=113
export IMPL_lay_top_cells="mux2i_1 (1024), edfxtp_1 (1024), and2_1 (944), nand2_1 (194), nand3_1 (193)"
export IMPL_vias=38186
export IMPL_worstSetupEndpointType="output port"
export IMPL_rsz0062_at_grt="no"
export IMPL_worst_slew_pin_slew_ns=0.943
export IMPL_die_area_mm2=0.188
export IMPL_drc=0
export IMPL_finalMaxSlewViolations=0
export IMPL_finish_utilization_pct=34.0
export IMPL_hp_class="in2reg"
export IMPL_areaGrowthSynthToFinish_pct=12.7
export IMPL_final_hold_viol_count=0
export IMPL_drtAntennaViolNets=0
export IMPL_largest_reg_flops=1024
export IMPL_cts_sinks=1024
export IMPL_syn_area_mm2=0.0560
export IMPL_path_class="in2out"
export IMPL_gr_usage_all_layers_pct=22.1
export IMPL_antenna_found_initial=15
export IMPL_max_freq_mhz=117
export IMPL_fillCellCount=17921
export IMPL_clkTransAtPathRegs_ns=0.06
export IMPL_min_from="WD[16]"
export IMPL_clk_path_buf_depth=3
export IMPL_crit_required_ns=9.60
export IMPL_cts_buffers=108
export IMPL_ctsResizeCount=0
export IMPL_whs_path_depth=3
export IMPL_cts_hold_buffers=0
export IMPL_crit_arrival_ns=6.12
export IMPL_ys_area_mm2=0.0560
export IMPL_slowest_delay_ns=0.75
export IMPL_yosys_cells=4656
export IMPL_worstSetupStartpointType="input port"
export IMPL_drt_pass1_iterations=5
export IMPL_peakVddDrop_mv=0.116
export IMPL_hpwlAfterDp_um=114000
export IMPL_cp_common_cell="nand3_1"
export IMPL_drive_gt1_share_pct=8.35
export IMPL_yosysUniqueCellTypes=27
export IMPL_gp_congestion=0.907
export IMPL_setup_tns_ns=0
export IMPL_fp_utilization_pct=30.2
export IMPL_ys_seq_share_pct=54.9
export IMPL_ioPinCount=114
export IMPL_setup_violations=0
export IMPL_vias_per_cell=5.34
export IMPL_grt_pass1_vias=38993
export IMPL_row_count=158
export IMPL_post_cts_repair_setup_buffers=0
export IMPL_worstHoldEndpoint="register_file[29][16]"
export IMPL_drt_iter0_markers=2686
export IMPL_slew_headroom_pct=37.0
export IMPL_htree_num_levels=3
export IMPL_cts_root_buffer="clkbuf_16"
export IMPL_cts_tree="done"
export IMPL_syn_area_per_cell_um2=12.0
export IMPL_die_h_um=434
export IMPL_fin_crit_sh_pct=71.0
export IMPL_power_density_mw_per_mm2=136
export IMPL_grt_pass1_wl_um=282000
export IMPL_yosysWarnings=1
export IMPL_syn_inst=4656
export IMPL_synth_flop_count=1024
export IMPL_tool_warnings=26
export IMPL_p_leak_uw=0.0238
export IMPL_wl_um=199000
export IMPL_core_area_mm2=0.185
export IMPL_crit_path_max_fanout=91
-- report_power, final --
part / internal, µW / switching, µW / total, µW
Combinational: 375 / 673 / 1050
Clock: 1900 / 1420 / 3320
Sequential: 4130 / 92.3 / 4220
-- worst max path at each step --
stage	start	endpoint
6_report	RR1[1]	RD1[11]
5_1_grt	RR1[0]	RD1[24]
4_1_cts	RR1[0]	RD1[31]
-- layout make-up --
class | count | area [µm²] | area share [%]
flip-flops and latches | 1024 | 30700 | 48.7
diodes | 15 | 37.5 | 0.0595
repair buffers | 271 | 2450 | 3.88
multi-input cells | 3168 | 23400 | 37.0
clock inverters | 56 | 500 | 0.793
well taps | 2480 | 3100 | 4.91
clock buffers | 139 | 2930 | 4.63
-- routing by layer --
layer	track usage, %	vias up	share of wire, %
li1	-	16933	-
met1	25.3	18581	35
met2	33.8	2153	46
met3	11.8	509	13
met4	11.0	10	6.2
met5	0.520	-	0.075
-- kinds of logic after synthesis --
group                  Yosys count  share of synthesized area [%]
AND/OR/NAND/NOR               1568                           16.0
multiplexers                  1024                           18.3
flip-flops                    1024                           54.9
buffers and inverters          464                           3.81
AND-OR/OR-AND                  576                           7.01
-- cell usage after synthesis (all sizes together) --
cell type / n / area [µm²]
a21oi: 192 / 961
a22o: 128 / 1120
a22oi: 192 / 1440
a31oi: 64 / 400
and2: 946 / 5920
buf: 168 / 985
clkbuf: 296 / 1150
edfxtp: 1024 / 30700
mux2i: 1024 / 10200
nand2: 196 / 736
nand2b: 5 / 31.3
nand3: 194 / 976
nand3b: 4 / 33.8
nor2: 36 / 165
nor2b: 5 / 33.8
nor3: 64 / 320
or2: 34 / 213
or3: 82 / 513
or3b: 2 / 17.5
-- worst max-delay path: cells and delay by family --
kind | cells | cell delay (ns)
buf+inv | 4 | 2.19
simple gates | 2 | 0.51
compound gates | 1 | 0.39
mux | 1 | 0.20
-- per-stage QoR --
stage / hold WS (ns) / instances / instance area (µm²) / setup slack (ns) / total power (µW)
after floorplan: 2.58 / 4656 / 56000 / 6.04 / 4870
after detailed placement: 3.36 / 6943 / 59700 / 3.62 / 5330
after global placement: 3.36 / 6943 / 59700 / 3.61 / 5320
final: 2.62 / 7153 / 63100 / 3.48 / 8590
after CTS: 2.59 / 7138 / 63100 / 3.62 / 8610
after global routing: 2.64 / 7143 / 63100 / 3.44 / 8840
No activity file was given, so power comes from the tool's default toggle rates.
